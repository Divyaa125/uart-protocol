[design/flow/config.mk]
export PLATFORM = sky130hd
export DESIGN_NAME = baudRateGenerator
export DESIGN_NICKNAME = baudRateGenerator
export VERILOG_FILES = /design/flow/design.v
export SDC_FILE = /design/flow/constraint.sdc
export NUM_CORES = 4
export LEC_CHECK = 1
export CORE_AREA = 10 10 70 70
export DIE_AREA = 0 0 80 80
[design/flow/run.sh]
#!/bin/bash
# OpenROAD 26Q1-2900-gdf79404cd8, Yosys 0.63+post, stock flow scripts
make -C /OpenROAD-flow-scripts/flow DESIGN_CONFIG=/design/flow/config.mk WORK_HOME=/design/flow/orfs finish
[design/flow/constraint.sdc]
current_design baudRateGenerator

set clk_period 2.3
set clk_io_pct 0.2

create_clock -name clk0 -period $clk_period [get_ports {clk}]

set non_clock_inputs [all_inputs -no_clocks]
set_input_delay [expr $clk_period * $clk_io_pct] -clock clk0 $non_clock_inputs
set_output_delay [expr $clk_period * $clk_io_pct] -clock clk0 [all_outputs]
[design/flow/design.v]
`timescale 1ns / 1ps
module baudRateGenerator#(parameter CLOCK_RATE = 25000000,
                          parameter  BAUD_RATE = 115200,
                          parameter RX_OVERSAMPLE = 16)(
     input            clk,
     input            reset_n,
     output reg       o_Rx_ClkTick,
     output reg       o_Tx_ClkTick
);
parameter TX_CNT = CLOCK_RATE/(2*BAUD_RATE);
  parameter RX_CNT = CLOCK_RATE/(2*BAUD_RATE*RX_OVERSAMPLE);
  parameter TX_CNT_WIDTH = $clog2(TX_CNT);
  parameter RX_CNT_WIDTH = $clog2(RX_CNT);
  reg[TX_CNT_WIDTH - 1:0] r_Tx_Counter;
  reg[RX_CNT_WIDTH - 1:0] r_Rx_Counter;
  always @(posedge clk or negedge reset_n)
    begin
      if(~reset_n)
        begin
          o_Rx_ClkTick <= 1'b0;
          r_Rx_Counter <= 0;
        end
      else if(r_Rx_Counter == RX_CNT - 1) begin
          o_Rx_ClkTick <= ~o_Rx_ClkTick;
          r_Rx_Counter <= 0;
         end
        else begin
          r_Rx_Counter <= r_Rx_Counter + 1;
        end
    end
  always @(posedge clk or negedge reset_n)
    begin
      if(~reset_n)
        begin
          o_Tx_ClkTick <= 1'b0;
          r_Tx_Counter <= 0;
        end
      else if(r_Tx_Counter == TX_CNT - 1) begin
          o_Tx_ClkTick <= ~o_Tx_ClkTick;
          r_Tx_Counter <= 0;
         end
        else begin
          r_Tx_Counter <= r_Tx_Counter + 1;
        end
    end
endmodule
==> flow_metrics.env <==
# implementation run metrics
export IMPL_drt_pass1_iterations=4
export IMPL_cp_required_ps=1840
export IMPL_period_needed_ps=1566
export IMPL_place_hpwl_um=576.4
export IMPL_warning_count=25
export IMPL_initCoreUtil_pct=14.87
export IMPL_yosys_cells=43
export IMPL_path_buffers=1
export IMPL_synth_main_ff_cell="dfrtp_1"
export IMPL_finalClockSkew_ps=2.200
export IMPL_tightest_slew_ps=536.1
export IMPL_finalHoldViolCount=0
export IMPL_path_clk_slew_ps=70
export IMPL_edf_count=0
export IMPL_place_congestion=0.6945
export IMPL_htreeDepth=1
export IMPL_drive_gt1_share_pct=14.00
export IMPL_max_freq_ghz=0.6386
export IMPL_synth_cells=43
export IMPL_syn_avg_cell_area_um2=11.81
export IMPL_crit_path_start_kind="flop"
export IMPL_antenna_cells=0
export IMPL_crit_slowest_cell="clkdlybuf4s50_1"
export IMPL_overflow=0
export IMPL_max_stage_delay_ps=470
export IMPL_drc=0
export IMPL_final_area_um2=631.9
export IMPL_cts_setup_buffers=0
export IMPL_drt_initial_drc_count=13
export IMPL_place_area_um2=595.6
export IMPL_ant_nets=0
export IMPL_drv_slew=0
export IMPL_yosys_top_cells_count="dfrtp_1, nand3_1"
export IMPL_rsz0062_at_grt="false"
export IMPL_ir_worst_vdd_mv=0.3101
export IMPL_vias=314
export IMPL_drv_cap=0
export IMPL_pre_cts_slack_ps=948.4
export IMPL_ys_warnings_count=1
export IMPL_setup_slack_ps=734.1
export IMPL_end_kind="output pin"
export IMPL_clk_path_buf_depth=2
export IMPL_antenna_found_initial=0
export IMPL_stdcell_count=96
export IMPL_synthArstFlopShare_pct=100.0
export IMPL_ys_top_cells_by_area="dfrtp_1, xor2_1, nor4_4"
export IMPL_wl_um=785
export IMPL_p_leak_uw=0.0002644
export IMPL_path_max_fanout=2
export IMPL_worstSkewPairLatency_ps=270
export IMPL_cts_tree="yes"
export IMPL_die_area_um2=6400
export IMPL_outcome="finished clean"
export IMPL_finalClockPeriodUsage_pct=68.08
export IMPL_grt_use_total_pct=2.757
export IMPL_slew_headroom_pct=64.15
export IMPL_die_x_um=80
export IMPL_min_path_type="reg2reg"
export IMPL_num_rows=21
export IMPL_ys_seq_share_pct=59.11
export IMPL_die_y_um=80
export IMPL_top_area_cell="dfrtp_1"
export IMPL_numSynthFlops=12
export IMPL_top_area_share_pct=59.11
export IMPL_ctsHoldBuffers=0
export IMPL_finalSetupTns_ps=0
export IMPL_grt_max_degree=13
export IMPL_port_buffers=3
export IMPL_vias_per_cell=3.271
export IMPL_cp_top_family="buffers and inverters"
export IMPL_ys_area_um2=508.0
export IMPL_syn_to_final_growth_pct=24.38
export IMPL_ios=4
export IMPL_netlist_area_um2=508.0
export IMPL_grt_pass1_vias=317
export IMPL_clockRootBuffer="clkbuf_4"
export IMPL_cellPowerDensity_nw_per_um2=599.0
export IMPL_wl_per_cell_um=8.177
export IMPL_crit_chain="clkdlybuf4s50_1"
export IMPL_numCtsBuffers=3
export IMPL_grt_pass1_wl_um=1455
export IMPL_setup_viol=0
export IMPL_most_common_cell="dfrtp_1"
export IMPL_cts_resized_gates=0
export IMPL_place_inst=92
export IMPL_core_area_um2=3416
export IMPL_worstSetupPathType="reg2out"
export IMPL_cts_sinks=12
export IMPL_synth_cell_types=19
export IMPL_cp_arrival_ps=1110
==> cell usage in the layout, fill, tap and decap left out, drive strengths merged <==
cell	n
nor2b	1
nand3b	1
o21ai	3
o211ai	1
nand3	5
a21oi	1
nor2	3
a21o	1
and2b	1
ha	1
xnor2	2
nor4	1
clkdlybuf4s50	3
clkbuf	4
dfrtp	12
xor2	3
nand2	1
inv	3
or3	1
nor3	2
==> power by group <==
| part | internal (uW) | switching (uW) |
|---|---|---|
| clock network | 96.2 | 66.1 |
| logic | 1.49 | 3.92 |
| registers | 211 | 0 |
==> final cells by class <==
type | instances | area, um2
Fill cell | 386 | 2784
Sequential cell | 12 | 300.3
Multi-Input combinational cell | 28 | 196.4
Tap cell | 46 | 57.56
Clock buffer | 4 | 36.28
Timing Repair Buffer | 3 | 30.03
Inverter | 3 | 11.26
==> per-stage QoR <==
step	power [uW]	hold WS, ps	util (%)
2_1_floorplan	215.0	164.4	-
3_3_place_gp	220.6	454.0	17.44
3_5_place_dp	220.7	464.7	17.44
4_1_cts	385.6	477.6	18.50
5_1_grt	397.6	486.1	18.50
6_report	378.5	476.6	18.50
==> cell families after synthesis <==
logic type,share of synthesized area (%)
flops,59.11
buf+inv,2.217
fa+ha+maj,2.463
xor+xnor,8.622
compound gates,6.896
simple gates,20.69
==> flip-flops by register name (all words and copies together), names as in the netlist <==
register      count
o_Rx_ClkTick      1
o_Tx_ClkTick      1
r_Rx_Counter      3
r_Tx_Counter      7
==> metal layers <==
layer	vias up	GRT usage, %	wire length (um)
met5	-	0	0
met4	0	0.3521	0
met3	0	1.818	51
met2	4	3.692	332
met1	149	3.683	401
li1	161	-	-
==> path summary, 6_finish.rpt <==
check / startpoint / to / slack [ps] / cells past startpoint
worst max-delay path: o_Tx_ClkTick / o_Tx_ClkTick / 730 / 1
worst min-delay path: o_Rx_ClkTick / o_Rx_ClkTick / 480 / 1
worst max register to register: r_Tx_Counter[0] / o_Tx_ClkTick / 950 / 4
worst min register to register: o_Rx_ClkTick / o_Rx_ClkTick / 480 / 1
max in group asynchronous: reset_n / o_Tx_ClkTick / 1410 / 1
min in group asynchronous: reset_n / r_Tx_Counter[6] / 540 / 1
Power is estimated from default activity; no workload was simulated.
